==> /design/flow/design.v <==
module debouncer(pb, clk_in, out_1);  
	input pb, clk_in;
	output out_1;
	wire clk_out;
	wire q1, q2, q2_bar, tmp;
	Slow_Clock_4Hz cl1(clk_in, clk_out);
	D_flip_flop d1(clk_out, pb, q1);
	D_flip_flop d2(clk_out, q1, q2);
	assign q2_bar = ~q2;
	assign out_1 = q1 & q2_bar;
endmodule
module D_flip_flop(clk, d, q, qbar);
	input clk, d;
	output reg q;
	output reg qbar;
	always @(posedge clk)
	begin
		q = d;
		qbar = ~q;
	end
endmodule
module Slow_Clock_4Hz(clk_in, clk_out);
	input clk_in;
	output clk_out;
	reg [30:0] count = 0;
	reg clk_out;
	always @(posedge clk_in)
	begin
		count = count + 1;
		if (count >= 500_000)
		begin
			count = 0;
			clk_out = ~clk_out;
		end
	end
endmodule
module Slow_Clock_100kHz(clk_in, clk_out);
	input clk_in;
	output clk_out;
	reg [30:0] count = 0;
	reg clk_out;
	always @(posedge clk_in)
	begin
		count = count + 1;
		if (count >= 1_000)
		begin
			count = 0;
			clk_out = ~clk_out;
		end
	end
endmodule	
==> /design/flow/run.sh <==
#!/bin/bash
# OpenROAD 26Q1-2900-gdf79404cd8, Yosys 0.63+post, stock flow scripts
make -C /OpenROAD-flow-scripts/flow DESIGN_CONFIG=/design/flow/config.mk WORK_HOME=/design/flow/orfs finish
==> /design/flow/config.mk <==
export PLATFORM = sky130hd
export DESIGN_NAME = Slow_Clock_100kHz
export DESIGN_NICKNAME = Slow_Clock_100kHz
export VERILOG_FILES = /design/flow/design.v
export SDC_FILE = /design/flow/constraint.sdc
export NUM_CORES = 4
export LEC_CHECK = 1
export CORE_AREA = 10 10 94 94
export DIE_AREA = 0 0 104 104
==> /design/flow/constraint.sdc <==
current_design Slow_Clock_100kHz

set clk_period 3.5
set clk_io_pct 0.2

create_clock -name clk0 -period $clk_period [get_ports {clk_in}]

set non_clock_inputs [all_inputs -no_clocks]
set_input_delay [expr $clk_period * $clk_io_pct] -clock clk0 $non_clock_inputs
set_output_delay [expr $clk_period * $clk_io_pct] -clock clk0 [all_outputs]
==> impl_metrics.csv <==
group,metric,value,unit
outcome,status,"finished, final reports clean",
die,die_area,0.0108,sq mm
power,p_sw,157,uW
route,vias_per_cell,4.50,
clock_tree,clkLatencyLatePin,0.28,ns
die,die_h,104,um
route,dr.pass1.iters,4,
route,wl_per_cell,11.0,um
placement,dp_slack,0.612,ns
setup_path,setup.worst_path.start_class,"flip-flop",
synthesis,ys_seq_share,0.408,
setup_path,critical-path-top-delay-family,"simple AND/OR/NAND/NOR gates",
cells_and_area,fin_area,0.00186,sq mm
setup_path,cp_slowest_cell,"or4_1",
setup_path,critPathMaxStageDelay,0.63,ns
power,power_density,391,mW/mm^2
synthesis,mux_share,0.0275,
synthesis,fa_ha_area_frac,0.00784,
power,internal-power,571,uW
route,n_antenna_cell,0,
job,drv_cap,0,
die,coreArea,0.00683,sq mm
synthesis,syn-mean-instance-area,9.06,sq um
global_routing,grt_use_total,0.0602,
setup_path,crit_required,3.53,ns
placement,placed_cell_area,0.00176,sq mm
placement,numPortBuffers,1,
route,routed_wl,3210,um
die,io_pins,2,
cells_and_area,final_util,0.273,
synthesis,ys_sh_xor,0.0549,
die,initial_core_util,0.234,
synthesis,ys_ff,32,
timing,max_freq,338,MHz
synthesis,synth.distinct_cells,47,
clock_tree,cts_tree,"built",
job,warnings,25,
synthesis,synth_area,0.00160,sq mm
global_routing,grt_pass1_wl,5620,um
route,post-route-drc-count,0,
timing,hold_viol_final,0,
placement,gp_congestion,0.867,
timing,period_needed,2.96,ns
synthesis,async_flop_share,0,
global_routing,grt_max_degree,12,
synthesis,edf_count,1,
route,vias,1318,
global_routing,antenna_found_initial,0,
timing,tns,0,ns
power,pwr-share-seq,0.536,
synthesis,flop_cell,"dfxtp_1",
synthesis,topCombFamilyByArea,"simple AND/OR/NAND/NOR gates",
setup_path,crit_type,"reg -> reg",
clock_tree,numCtsBuffers,5,
worst_hold_path,hold_depth,1,
clock_tree,cts_setup_buffers,0,
timing,fin_crit_sh,0.846,
timing,fin_skew,0.00729,ns
die,row_count,30,
setup_path,cp_max_fo,11,
global_routing,grt-ovfl-total,0,
synthesis,ys_top_cells_by_count,"31 x dfxtp_1, 13 x nand2_1, 12 x nor4_1",
synthesis,synthCells,176,
setup_path,crit_path_end_kind,"flip-flop",
setup_path,path_cells,"ha_1 -> and4_4 -> and4_4 -> mux2_2 -> o22ai_1 -> nand3_1 -> or4_1",
synthesis,topCellsByArea,"dfxtp_1 39%, nor4_1 4.7%, o211ai_1 4.7%, xnor2_1 4.4%, nand2_1 3.1%",
clock_tree,htree_num_levels,2,
synthesis,ys_cells,176,
route,drt_iter0_drc,153,
synthesis,top_area_frac,0.389,
timing,rsz0062_at_grt,"no",
power,vdd_ir_drop_max,0.146,mV
clock_tree,hold_buffers,0,
timing,slew_violations,0,
synthesis,synth.largest_area_cell,"dfxtp_1",
die,die_width,104,um
synthesis,most_common_cell,"dfxtp_1",
power,pwr-share-clk,0.432,
clock_tree,clock_tree.root_cell,"clkbuf_8",
setup_path,crit_path_frequent_cell,"and4_4",
synthesis,yosysChipArea,0.00160,sq mm
synthesis,synth-compound-area-share,0.144,
clock_tree,postCtsResizedCells,0,
timing,worst_slack,0.538,ns
clock_tree,path_clk_slew,0.07,ns
cells_and_area,drive_above_1_share,0.107,
cells_and_area,areaGrowthSynthToFinish,16.8,%
placement,hpwl,2290,um
route,antenna_left,0,
setup_path,reg2reg_depth,7,
synthesis,synthSimpleGateAreaFrac,0.311,
setup_path,reg2reg_slack,0.54,ns
setup_path,path_buffers,0,
setup_path,critical_path_depth,7,
global_routing,grt_pass1_vias,1201,
power,leakagePower,0.650,nW
cells_and_area,final_cells,293,
worst_hold_path,hold_class,"reg -> reg",
power,power_frac_comb,0.032,
power,switching_share,0.216,
timing,setup-violations-final,0,
setup_path,arrival,2.99,ns
clock_tree,cts_buffer_depth,2,
clock_tree,clock_sinks,32,
placement,placedCellCount,285,
synthesis,yosysWarnings,1,
[cells by family after synthesis]
logic type	after synthesis
compound gates	33
xor+xnor	10
fa+ha+maj	1
buf+inv	13
flops	32
mux	4
other cells	1
simple gates	82
[sequential cells by signal, summed over array words and instances (netlist names)]
| register | cells |
|---|---|
| count | 31 |
| clk_out | 1 |
[stage by stage]
step,power (mW),hold slack [ns]
3_5_place_dp,0.422,0.534
5_1_grt,0.770,0.609
6_report,0.729,0.542
4_1_cts,0.740,0.546
2_1_floorplan,0.415,0.487
3_3_place_gp,0.421,0.541
[power groups by stage]
stage         sequential (mW)  combinational [mW]  clock (mW)
CTS                     0.390              0.0236       0.326
global route            0.392              0.0276       0.350
finish                  0.390              0.0235       0.315
[worst reg2reg max path, stage by stage (launching register included)]
cell and delay, ns:
dfxtp_1 0.39, ha_1 0.32, and4_4 0.31, and4_4 0.25, mux2_2 0.33, o22ai_1 0.12
nand3_1 0.35, or4_1 0.63
[cells in the final DEF (no fill, tap or decap), drive strengths merged, types with 2 or more instances in the layout]
master and n:
nor3b 3, nand2 14, and4 7, dfxtp 31, or4 3, nor3 7, o211ai 10, xnor2 8
nor2 6, clkbuf 7, and2 3, nor4 12, conb 21, buf 3, a21oi 4, o311ai 2
xor2 2, nand3 10, o22ai 2, o21ai 5, mux2 3, nand4 6, a311oi 2, a31oi 3
and3 5, nand2b 2, inv 2
[final timing paths]
| path | startpoint | end |
|---|---|---|
| hold / removal | clk_out | clk_out |
| hold reg to reg | clk_out | clk_out |
| setup / recovery | count[0] | clk_out |
| setup reg to reg | count[0] | clk_out |
[area by class of cell]
cell class / instances / area (sq um)
Timing Repair Buffer: 4 / 32.5
Sequential cell: 32 / 651
Multi-Input combinational cell: 151 / 950
Clock buffer: 7 / 97.6
Inverter: 2 / 7.51
Tap cell: 96 / 120
Clock inverter: 1 / 5.00
Fill cell: 745 / 4970
[metal layers]
layer,routed length [um],GRT usage,up-vias,share of wire
met5,0,0,-,0
met4,51,0.0119,0,0.016
met3,180,0.0150,7,0.056
met2,1340,0.0937,35,0.42
met1,1640,0.0828,578,0.51
li1,-,-,698,-
Power is estimated from default activity; no workload was simulated.
